[design/flow/design.v]
module l1 #(
    parameter LINE_SIZE  = 16,
    parameter INDEX_SIZE = 4,
    parameter TAG_SIZE   = 28,
    parameter WORD_SIZE  = 32
) (
    input clk,
    input rst,
    input wr_en,
    input [WORD_SIZE - 1:0] addr,
    input [WORD_SIZE - 1:0] data,
    output logic [WORD_SIZE - 1:0] data_out,
    output logic hit_or_miss
);
  logic [TAG_SIZE + WORD_SIZE:0] l1_cache[LINE_SIZE];
  logic [INDEX_SIZE - 1:0] index;
  logic [TAG_SIZE - 1:0] tag;
  logic cycle;
  always_ff @(posedge clk or posedge rst) begin
    if (rst) begin
      cycle <= 0;
      data_out <= 0;
      hit_or_miss <= 0;
      for (int i = 0; i < LINE_SIZE; i++) begin
        l1_cache[i] <= {1'b0, {TAG_SIZE{1'b0}}, {WORD_SIZE{1'b0}}};
      end
    end else begin
      if (cycle == 0) begin
        tag <= addr[WORD_SIZE-1:WORD_SIZE-TAG_SIZE];
        index <= addr[WORD_SIZE-TAG_SIZE-1:WORD_SIZE-TAG_SIZE-INDEX_SIZE];
        cycle <= 1;
        hit_or_miss <= 0;
      end   
    else begin
        cycle <= 0;
        if (wr_en) begin
          hit_or_miss <= 1;
          l1_cache[index] <= {1'b1, tag, data};
          data_out <= data;
        end else begin
          if (l1_cache[index][TAG_SIZE+WORD_SIZE] == 0) begin
            hit_or_miss <= 0;
            data_out <= 0;
          end   
        else if (l1_cache[index][TAG_SIZE+WORD_SIZE] == 1 &&
                 l1_cache[index][TAG_SIZE+WORD_SIZE-1:WORD_SIZE] == tag)
        begin
            hit_or_miss <= 1;
            data_out <= l1_cache[index][WORD_SIZE-1:0];
          end   
        else begin
            hit_or_miss <= 0;
            data_out <= 0;
          end
        end
      end
    end
  end
endmodule
[design/flow/run.sh]
#!/bin/bash
# OpenROAD 26Q1-2900-gdf79404cd8, Yosys 0.63+post, stock flow scripts
make -C /OpenROAD-flow-scripts/flow DESIGN_CONFIG=/design/flow/config.mk WORK_HOME=/design/flow/orfs finish
[design/flow/config.mk]
export PLATFORM = sky130hd
export DESIGN_NAME = l1
export DESIGN_NICKNAME = l1
export VERILOG_FILES = /design/flow/design.v
export SDC_FILE = /design/flow/constraint.sdc
export NUM_CORES = 4
export LEC_CHECK = 1
export CORE_UTILIZATION = 50
[design/flow/constraint.sdc]
current_design l1

set clk_period 11.2
set clk_io_pct 0.2

create_clock -name clk0 -period $clk_period [get_ports {clk}]

set non_clock_inputs [all_inputs -no_clocks]
set_input_delay [expr $clk_period * $clk_io_pct] -clock clk0 $non_clock_inputs
set_output_delay [expr $clk_period * $clk_io_pct] -clock clk0 [all_outputs]
==> results.sh <==
# physical design summary
export IMPL_switching_power_mw=2.151
export IMPL_gp_congestion=0.9308
export IMPL_detailroute_via_count=31290
export IMPL_port_buffer_count=99
export IMPL_first_global_vias=32600
export IMPL_numCtsBuffers=110
export IMPL_timing_worst_slew_pin_value_ns=1.117
export IMPL_worst_hold_path_type="reg2reg"
export IMPL_grt_first_pass_wirelength_um=223700
export IMPL_drt_initial_drc_count=2297
export IMPL_r2r_start="index[3]$_DFFE_PP_"
export IMPL_postLayoutCoreUtil=0.5726
export IMPL_grt_start_max_net_pins=131
export IMPL_synth_yosys_chip_area_um2=46770
export IMPL_mapped_avg_cell_area_um2=13.58
export IMPL_synthDominantCellAreaShare=0.5404
export IMPL_layout_setup_ws_ns=5.808
export IMPL_tritoncts="done"
export IMPL_drc_errors=0
export IMPL_top_level_ports=100
export IMPL_synth_seq_area_share=0.5609
export IMPL_placeableCoreArea_um2=92220
export IMPL_critical_path_reg2reg_endpoint="hit_or_miss$_DFF_PP0_"
export IMPL_critical_path_arrival_ns=5.92
export IMPL_post_route_cells_drive_above_1_share=0.3925
export IMPL_cts_root_buffer="sky130_fd_sc_hd__clkbuf_16"
export IMPL_ant_nets=0
export IMPL_route_detailed_wl_per_inst_um=31.24
export IMPL_crit_path_frequent_cell="sky130_fd_sc_hd__buf_4"
export IMPL_cts_post_setup_buffers_inserted=0
export IMPL_timing_setup_critical_path_class="reg2reg"
export IMPL_log_warnings=33
export IMPL_critical_path_fanouts_max=47
export IMPL_timing_critical_path_cells="buf_4 -> buf_4 -> buf_4 -> and4bb_2 -> a22oi_1 -> o2111a_1 -> and3_1 -> a2111o_1 -> nor4_2 -> nand4_4 -> buf_4 -> o31ai_1"
export IMPL_setup_repair_after_global_routing_missed_its_margin="false"
export IMPL_synth_lib_cells_used_distinct=87
export IMPL_htree_num_levels=3
export IMPL_cts_sinks=1042
export IMPL_intPower_mw=7.148
export IMPL_dp_slack_ns=5.448
export IMPL_fp_util=0.5072
export IMPL_area_delta_synth_final_pct=12.91
export IMPL_cts_resized=0
export IMPL_crit_required_ns=11.73
export IMPL_synth_async_reset_ratio=0.9693
export IMPL_power_static_leakage_nw=22.99
export IMPL_post_synth_inst_count=3443
export IMPL_chip_area_um2=94770
export IMPL_clk_pin_slew_worst_paths_ns=0.06
export IMPL_outcome="completed"
export IMPL_cts_hold_buffers_added=0
export IMPL_timing_critical_path_slowest_stage_cell="sky130_fd_sc_hd__and4bb_2"
export IMPL_slew_violations=0
export IMPL_synth_edff_count=32
export IMPL_final_instance_count_excl_fill=4786
export IMPL_die_height_um=307.8
export IMPL_dpl_cell_count=4580
export IMPL_ff_type="sky130_fd_sc_hd__dfrtp_1"
export IMPL_clock_power_share=0.404
export IMPL_max_clock_path_buffers=3
export IMPL_ys_ff=1042
export IMPL_globalRouteTotalUtil=0.3421
export IMPL_routed_wl_um=149500
export IMPL_hold_path_endpoint="l1_cache[14][60]$_DFFE_PP0P_"
export IMPL_placementRows=111
export IMPL_hold_viol=0
export IMPL_total_cells_reported_by_yosys_after_synthesis=3443
export IMPL_switching_share=0.2313
export IMPL_critical_path_endpoint_type="flip-flop"
export IMPL_relative_slew_margins=0.2527
export IMPL_post_synth_most_frequent_cells="1010 x sky130_fd_sc_hd__dfrtp_1, 980 x sky130_fd_sc_hd__mux2_2, 240 x sky130_fd_sc_hd__clkbuf_1"
export IMPL_power_frac_comb=0.093
export IMPL_vdd_drop_max_mv=0.1393
export IMPL_fmax_mhz=185.5
export IMPL_grt_ovfl_total=0
export IMPL_worstRegToRegCells=12
export IMPL_max_cap_violations=0
export IMPL_worst_path_largest_cell_delay_ns=0.81
export IMPL_timing_final_crit_period_ns=5.392
export IMPL_ys_warnings_count=2
export IMPL_clkLatencyLatePin_ns=0.70
export IMPL_topCellsByArea="sky130_fd_sc_hd__dfrtp_1 54%, sky130_fd_sc_hd__mux2_2 24%, sky130_fd_sc_hd__edfxtp_1 2.1%"
export IMPL_sequential_share_of_power=0.503
export IMPL_chipWidth_um=307.8
export IMPL_setup_viol=0
export IMPL_final_min_period_over_clock_period=0.4814
export IMPL_power_density_nw_per_um2=176.1
export IMPL_netlist_top_cell_by_area="sky130_fd_sc_hd__dfrtp_1"
export IMPL_detailedRoute_firstPassIterationCount=6
export IMPL_timing_hold_worst_start="l1_cache[14][60]$_DFFE_PP0P_"
export IMPL_synth_cell_area_um2=46770
export IMPL_vias_per_cell=6.538
export IMPL_grt_antenna_before_repair=3
export IMPL_critPathLaunchType="flip-flop"
export IMPL_detailedPlacementHpwl_um=83640
export IMPL_timing_clock_skew_ns=0.02408
export IMPL_timing_hold_worst_path_depth=1
export IMPL_r2r_setup_slack_ns=5.81
export IMPL_top_cell="sky130_fd_sc_hd__dfrtp_1"
==> layout make-up <==
class	instances	area [um^2]
clock buffers	164	3229
diodes	4	10.01
repair buffers	229	1987
multi-input cells	2049	19220
fillers	7156	39410
well taps	1243	1555
clock inverters	38	498.0
inverters	17	67.56
flip-flops and latches	1042	26240
==> flip-flops by register name, summed over array words and instances (netlist names) <==
name / count
tag: 28
l1_cache: 976
index: 4
cycle: 1
data_out: 32
hit_or_miss: 1
==> cells in the final DEF, fill, tap and decap left out, drive strengths merged, types with 10 or more instances in the layout <==
cell / count
o41ai: 31
edfxtp: 32
bufinv: 11
nor2: 35
nand3: 27
clkbuf: 164
a21oi: 75
or2: 22
a221oi: 107
clkdlybuf4s50: 98
nor3b: 13
a32oi: 13
nand4: 40
dfrtp: 1010
mux2i: 24
o211ai: 32
o22ai: 22
inv: 22
buf: 131
a222oi: 16
nand2b: 16
and3: 64
mux2: 985
o21ai: 34
and2: 10
nor2b: 21
xor2: 11
a22o: 97
a22oi: 111
clkinv: 18
or3b: 13
nor3: 16
nand2: 59
nand3b: 20
==> layer usage <==
layer / track usage / share of wire
met3: 0.1422 / 0.11
met4: 0.09730 / 0.034
met5: 0.008269 / 0.000087
met1: 0.5037 / 0.41
met2: 0.4879 / 0.45
==> worst max-delay path by stage <==
stage	startpoint	end	slack (ns)	cells after the start
after CTS	index[3]$_DFFE_PP_	hit_or_miss$_DFF_PP0_	5.94	12
final	index[3]$_DFFE_PP_	hit_or_miss$_DFF_PP0_	5.81	12
after global routing	index[3]$_DFFE_PP_	hit_or_miss$_DFF_PP0_	5.65	12
==> logic make-up (layout without fill, tap and decap cells) <==
kind of cell,count (synthesis),after routing,synth area share
AND-OR/OR-AND,629,629,0.1085
XOR/XNOR,15,15,0.002809
buffers and inverters,352,448,0.03352
flip-flops,1042,1042,0.5609
multiplexers,1009,1009,0.2424
other,0,4,0
AND/OR/NAND/NOR,396,396,0.05182
==> metrics by stage <==
stage | cell area [um^2] | hold slack (ns) | setup TNS [ns] | power [mW]
2_1_floorplan | 46770 | 0.4323 | -5007.69 | 5.361
3_3_place_gp | 49070 | 0.4502 | 0 | 5.542
3_5_place_dp | 49070 | 0.4554 | 0 | 5.602
4_1_cts | 52800 | 0.4706 | 0 | 9.356
5_1_grt | 52800 | 0.4814 | 0 | 9.678
6_report | 52810 | 0.4671 | 0 | 9.299
==> worst max-delay path: cells and delay by family, from the launching register on <==
kind	cells	cell delay [ns]
buffers and inverters	4	2.09
and+or+nand+nor	4	1.49
DFF	1	0.32
AOI/OAI and AO/OA	4	1.20
==> power by group through the flow <==
stage / sequential (mW) / combinational, mW / clock [mW]
final: 4.67 / 0.869 / 3.76
after CTS: 4.67 / 0.877 / 3.81
after global routing: 4.75 / 0.954 / 3.98
Power and IR drop assume default switching activity.
